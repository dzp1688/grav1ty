$ cat design.v
`default_nettype none
package obu_parser_pkg;
    localparam PARSER_DATA_WIDTH = 32;
    localparam PAD_LEN_WIDTH = $clog2(PARSER_DATA_WIDTH) + 1;
endpackage
module leb128_parser (
    input  logic clk,
    input  logic rst_n,
    input  logic        start,
    input  logic        stall,
    input  logic [7:0]  data_in,
    output logic [55:0] data_out,
    output logic        done
);
    logic [5:0] count;
    logic       started;
    assign done = started && !stall && !data_in[7];
    always_ff @(posedge clk, negedge rst_n) begin
        if (~rst_n) begin
            count <= '0;
        end else if (start | started) begin
            count <= count + 'd7;
        end else if (done) begin
            count <= '0;
        end
    end
    always_ff @ (posedge clk, negedge rst_n) begin
        if (!rst_n) begin
            data_out <= '0;
            started  <= '0;
        end else if (start) begin
            data_out <= {49'd0, data_in[6:0]};
            started  <= 1'b1;
        end else if (started && !stall) begin
            if (data_in[7]) begin
                data_out <= data_out | (data_in[6:0] << count);
            end else begin
                started <= 1'b0;
            end
        end
    end
endmodule
$ cat run.sh
#!/bin/bash
# OpenROAD 26Q1-2900-gdf79404cd8, Yosys 0.63+post, stock flow scripts
make -C /OpenROAD-flow-scripts/flow DESIGN_CONFIG=/design/flow/config.mk WORK_HOME=/design/flow/orfs finish
$ cat config.mk
export PLATFORM = sky130hd
export DESIGN_NAME = leb128_parser
export DESIGN_NICKNAME = leb128_parser
export VERILOG_FILES = /design/flow/design.v
export SDC_FILE = /design/flow/constraint.sdc
export NUM_CORES = 4
export LEC_CHECK = 1
export CORE_UTILIZATION = 40
$ cat constraint.sdc
current_design leb128_parser

set clk_period 4.4
set clk_io_pct 0.2

create_clock -name clk0 -period $clk_period [get_ports {clk}]

set non_clock_inputs [all_inputs -no_clocks]
set_input_delay [expr $clk_period * $clk_io_pct] -clock clk0 $non_clock_inputs
set_output_delay [expr $clk_period * $clk_io_pct] -clock clk0 [all_outputs]
==> out/results.txt <==
Max-area cell share: 0.505
Layout area overhead: 29.6%
CP Max Fanout: 4
PwrDens: 555 mW/mm^2
Yosys Instances: 293
Total gr overflow: 0
Ys async rst share: 1.00
Share of cells above drive strength 1: 0.0972
Yosys chip area: 0.00312 sq mm
DRC Markers: 0
CP Cell Sequence: clkdlybuf4s50_1 -> nor3b_1 -> clkdlybuf4s50_1
Dominant register cell: dfrtp_1
Crit end category: primary output
Status: finished, final reports clean
Initial Utilization: 0.422
WP data required: 3.52 ns
Io pins: 69
Largest net degree at the start of global routing: 43
Hold slack: 0.487 ns
Post-synth top cells: 63 x dfrtp_1, 29 x o2bb2ai_1, 27 x nand2_1
Max-slew violations: 0
CTS tree: built
Row count: 31
H-tree depth: 3
N_diodes: 0
EDFF count, synth: 0
Post-CTS Resized: 0
Post-synth seq share: 0.505
Drt first-iter violations: 194
Post-CTS setup buffer count: 0
CP Class: primary input to primary output
Area after DPL: 0.00384 sq mm
Num Clock Sinks: 63
IO buf count: 68
Measured slew at the worst slew-check pin: 0.745 ns
Unrepaired setup endpoints after global routing: false
Final Skew: 0.00759 ns
Worst slack at placement: 1.51 ns
Latency at later pin: 0.33 ns
Post-DP HPWL: 5900 microns
GRT Util Overall: 0.216
First-pass GRT wire length: 13400 microns
Antenna Nets Post-Route: 0
Mean area per synthesized cell: 10.7 sq um
Most numerous cell in the Yosys netlist: dfrtp_1
Die Span X: 90.4 microns
Top cells by area, synth: dfrtp_1 50%, o2bb2ai_1 8.1%, nand2_1 3.2%
OpenROAD warnings: 25
Fin crit share: 0.656
Placed Instances: 443
FMAX: 346 MHz
Fin crit period: 2.89 ns
Syn Std Cell Area: 0.00312 sq mm
Drt wl/cell: 18.0 microns
Max cap viols: 0
Final wirelength: 8260 microns
Via count: 2602
Die height: 90.4 microns
Tot Pwr: 2.25 mW
Clock Pin Slew Worst Setup and Hold Paths: 0.07 ns
Slew headroom: 0.499
Initial antenna violation count: 0
Final hold violation count: 0
CP max stage cell: clkdlybuf4s50_1
Gate Count Post-Synth: 293
YS warnings: 1
Fin Setup TNS: 0 ns
Post-Route Utilization: 0.547
Fin cells: 459
Drt via density: 5.67
HP Class: flop to flop
Post-CTS Hold Fix Bufs: 0
Design Area, Final: 0.00405 sq mm
Critical path launch point type: primary input
Peak VDD IR: 0.281 mV
Slowest cell delay on critical path: 0.48 ns
Root buf cell: clkbuf_8
RePlAce Congestion: 0.906
Post-synth regs: 63
Clock tree buffer depth: 2
Final worst slack: 1.51 ns
Vias in the first global route: 2493
Router iterations before antenna repair: 4
Final setup viols: 0
Most used cell along the critical path: clkdlybuf4s50_1
Core area: 0.00741 sq mm
Cell type with the largest total area: dfrtp_1
Chip footprint: 0.00816 sq mm
Synth cell types: 53
Leakage: 1.62 nW
CP arrival: 2.01 ns
CTS buffer count: 9
cells by family (layout without fill, tap and decap cells):
logic type	count (synthesis)	in the layout	synth area share
xor+xnor	5	5	0.0140
flops	63	63	0.505
mux	16	16	0.0665
compound gates	88	88	0.213
buf+inv	31	98	0.0481
simple gates	89	89	0.150
fa+ha+maj	1	1	0.00401
layout by cell type (no fill, tap or decap), drive strengths merged, types with 2 or more instances in the layout:
cell type	n
o21ai	11
dfrtp	63
a31oi	3
nand2	27
and2	3
nand3	7
nor2b	2
nor3	8
or3	3
o221ai	8
o2bb2ai	29
nand3b	5
mux2	2
a32oi	2
nand2b	5
a21oi	15
and3b	2
mux4	3
o211ai	3
a211oi	3
clkbuf	13
nand4	3
clkinv	2
a22oi	2
buf	5
inv	10
mux2i	11
xnor2	5
nor2	15
nor3b	2
o31ai	7
clkdlybuf4s50	67
final timing paths:
kind	start	endpoint	slack, ns	cells past startpoint
max in group asynchronous	rst_n	data_out[35]	2.91	2
worst max register to register	count[0]	data_out[6]	2.28	3
worst min register to register	data_out[8]	data_out[8]	0.49	1
worst max-delay path	stall	done	1.51	3
worst min-delay path	data_out[8]	data_out[8]	0.49	1
min in group asynchronous	rst_n	data_out[54]	0.59	1
where the power goes:
part,leakage [nW],internal [mW],switching (mW)
Clock,0.109,0.306,0.216
Sequential,0.841,0.688,0.192
Combinational,0.671,0.408,0.438
Total,1.62,1.40,0.846
registers in the layout, summed over array words and instances (netlist names):
signal	count
data_out	56
count	6
started	1
cell type report:
| class | count | area [sq um] |
|---|---|---|
| fillers | 658 | 3360 |
| inverters | 10 | 37.5 |
| clock inverters | 3 | 40.0 |
| flip-flops and latches | 63 | 1580 |
| clock buffers | 13 | 169 |
| repair buffers | 72 | 706 |
| multi-input cells | 199 | 1400 |
| well taps | 99 | 124 |
metal layers:
layer	vias to the layer above	wire, microns	global-route usage
li1	1223	-	-
met1	1255	3880	0.355
met2	110	3680	0.311
met3	14	570	0.0513
met4	0	134	0.0323
met5	-	0	0
worst max-delay path: cells and delay by family:
| family | cells | cell delay (ns) |
|---|---|---|
| AND/OR/NAND/NOR | 1 | 0.20 |
| buffers and inverters | 2 | 0.92 |
No activity file was given, so power comes from the tool's default toggle rates.
